### /design/flow/run.sh
#!/bin/bash
# OpenROAD 26Q1-2900-gdf79404cd8, Yosys 0.63+post, stock flow scripts
make -C /OpenROAD-flow-scripts/flow DESIGN_CONFIG=/design/flow/config.mk WORK_HOME=/design/flow/orfs finish
### /design/flow/config.mk
export PLATFORM = sky130hd
export DESIGN_NAME = BaudRateGenerator
export DESIGN_NICKNAME = BaudRateGenerator
export VERILOG_FILES = /design/flow/design.v
export SDC_FILE = /design/flow/constraint.sdc
export NUM_CORES = 4
export LEC_CHECK = 1
export CORE_AREA = 10 10 99 99
export DIE_AREA = 0 0 109 109
### /design/flow/constraint.sdc
current_design BaudRateGenerator

set clk_period 4.0
set clk_io_pct 0.2

create_clock -name clk0 -period $clk_period [get_ports {clk}]

set non_clock_inputs [all_inputs -no_clocks]
set_input_delay [expr $clk_period * $clk_io_pct] -clock clk0 $non_clock_inputs
set_output_delay [expr $clk_period * $clk_io_pct] -clock clk0 [all_outputs]
### /design/flow/design.v
`timescale 1ns / 1ps
module BaudRateGenerator(
    input clk,
	 input rst,
	 input [14:0] baudRate,
    output reg baud
    );
reg [14:0] counter;
initial 
	begin
		counter = 0;
	end
always @(posedge clk, negedge rst)
	begin
		if(!rst)
			begin
				counter = 0;
			end
		else
			begin
				if(clk)
					begin
						counter = counter + 1;
						if(counter==baudRate)
							begin
								baud = 1;
								counter = 15'b000000000000000;
							end
						else
							baud = 0;
					end
			end
		end
endmodule
==> run summary <==
fresh numbers from the pnr run: status=finished, final reports clean, crit-path max FO=16, first-pass GRT wire length=5.554 mm, ys flop type=dfrtp_1, die width=109 um, top area contributor share=26.02%, crit path launch type=input pin, Max Cap Viol=0, ANT nets after route=0, Setup Crit Path Kind=in -> reg, number of enable flip-flop cells=1, Buffers on Ports=17, filler cell count=slightly above 800, Comb area=959.7 sq um, GRT Util Overall=5.639%, Log Warnings=25, Seq share, synth=28.10%, PwrDens=259.2 nW/um^2, crit path DAT=about 3000 ps, area delta synth->final=19.43%, Slew Limit Fails=0, final setup violation count=0, total wire length=around 3.4 mm, Syn. warnings=1, Period minus WS final=just under 3000 ps, I/O pins=18, Post-DP HPWL=2.605 mm, fmax=between 0.3 and 0.4 GHz, post_cts resized=0, number of buffers created by CTS=3, CTS tree=built, clk buf depth=2, Chip Height=109 um, initial antenna violation count=0, Hold Vio Cnt, Final=0, worst slew pin tran=711.5 ps, Initial Util=a little under a fifth, # diodes=0, DR vias=1157, syn_area_per_cell=9.618 sq um, relative slew slack=a little over half, Yosys chip area=1443 sq um, synthesized instance count=150, DRC violations left=0, Max Clock Skew=4.447 ps, worst skew pair latency=250 ps, Final GP Congestion=0.8717, H-tree depth=1, Post-CTS Setup Inserts=0, Final Core Density=around 22%, RSZ-0062 raised after global routing=false, Via density=between 4 and 5, row count=32, CP required=4080 ps, Detailed Routing Iterations Pass 1=4, vias in the first global route=1094, setup tns final=0 ps, CTS root buf=clkbuf_8, wire per inst=around 13 um, core area=7727 sq um, Lkg Pwr=0.5235 nW, Synth area leader=dfrtp_1, min-delay worst type=reg -> reg, Async SR Flop Fraction=between 90% and 100%, Reg area=405.4 sq um, fin crit share=73.31%, Die ar.=11880 sq um, first-iteration detailed-routing DRC count=41, Registers, synthesis=16, flop-to-flop setup slack=1090 ps, yosys cell count=150, clk slew on worst S/H paths=60 ps, hold-fix buffers at CTS=0, maximum VDD drop=around 0.067 mV, largest net degree at the start of global routing=17, share of layout cells above drive strength 1=18.29%, Congestion Overflow GR=0, Synth cell types=a little under 50, Cell Area, Synth=about 1400 sq um, Worst setup EP type=flip-flop, biggest area cells=dfrtp_1 (26%), xnor2_1 (12%), a21oi_2 (6.1%), clk sinks=16
## synthesized netlist by cell type (4+ instances only)
master,number
nand2b_1,5
dfrtp_1,15
nand2_1,11
xor2_1,5
nor2_1,9
nor4_1,4
a21oi_2,10
nand3_1,7
a21oi_1,5
xnor2_1,20
## placed cells by master, fill, tap and decap left out, types with 4 or more instances in the layout
master            n
xnor2_1          20
xor2_1            5
nand2b_1          5
a21oi_2          10
nand2_1          11
nor2_1            9
a21oi_1           5
dfrtp_1          15
nand3_1           7
nor4_1            4
clkdlybuf4s50_1  17
## report_power, final
part           internal (mW)  total [mW]  switching, mW
logic                 0.0588       0.106         0.0469
registers              0.174       0.218         0.0439
clock network         0.0705       0.123         0.0525
## final timing paths
check | start | cells past startpoint | endpoint
setup / recovery | baudRate[3] | 7 | counter[9]$_DFF_PN0_
max in group asynchronous | rst | 1 | counter[9]$_DFF_PN0_
setup reg to reg | counter[3]$_DFF_PN0_ | 6 | counter[9]$_DFF_PN0_
min in group asynchronous | rst | 1 | counter[1]$_DFF_PN0_
hold reg to reg | counter[0]$_DFF_PN0_ | 1 | counter[0]$_DFF_PN0_
hold / removal | counter[0]$_DFF_PN0_ | 1 | counter[0]$_DFF_PN0_
## state kept, by name, indices dropped and copies added, names as in the netlist
name,cells
counter,15
baud,1
## worst max-delay path, cell delays in order
cell	delay, ps
clkdlybuf4s50_1	570
xor2_4	170
o221ai_1	150
a2111oi_2	340
nand4_1	180
a31oi_4	580
a41oi_1	210
## logic make-up (layout without fill, tap and decap cells)
| logic type | after synthesis | count (layout) | share of synthesized area, % |
|---|---|---|---|
| AOI/OAI and AO/OA | 34 | 34 | 19.77 |
| xor gates and xnor gates | 28 | 28 | 20.21 |
| adders and majority gates | 1 | 1 | 0.8672 |
| buffers and inverters | 10 | 24 | 5.724 |
| DFF | 16 | 16 | 28.10 |
| and+or+nand+nor | 61 | 61 | 25.33 |
## cell type report
class	instances	share of cell area [%]
Clock buffer	4	2.614
Inverter	2	0.4357
Timing Repair Buffer	18	10.31
Multi-Input combinational cell	124	55.70
Tap cell	102	7.407
Sequential cell	16	23.53
## metrics by stage
stage	instance area [sq um]	std cells	total power, mW	setup WS [ps]	hold WS (ps)
finish	1723	266	0.4466	1068	538.8
global route	1723	266	0.4708	873.2	572.8
CTS	1723	266	0.4501	1068	546.1
detailed placement	1678	262	0.3251	813.8	535.1
global placement	1678	262	0.3267	833.5	527.0
floorplan	1443	150	0.3015	1689	494.6
## layer usage
metal	vias up	wire length (um)	track usage, %
met3	4	174	0.5376
li1	570	-	-
met4	0	35	1.036
met5	-	0	0
met2	29	1652	8.955
met1	554	1545	8.203
No activity file was given, so power comes from the tool's default toggle rates.
